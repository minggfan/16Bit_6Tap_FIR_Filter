--- flow/run.sh ---
#!/bin/bash
# OpenROAD 26Q1-2900-gdf79404cd8, Yosys 0.63+post, stock flow scripts
make -C /OpenROAD-flow-scripts/flow DESIGN_CONFIG=/design/flow/config.mk WORK_HOME=/design/flow/orfs finish
--- flow/config.mk ---
export PLATFORM = sky130hd
export DESIGN_NAME = fir
export DESIGN_NICKNAME = fir
export VERILOG_FILES = /design/flow/design.v
export SDC_FILE = /design/flow/constraint.sdc
export NUM_CORES = 4
export LEC_CHECK = 1
export CORE_UTILIZATION = 50
--- flow/constraint.sdc ---
current_design fir

set clk_period 6.7
set clk_io_pct 0.2

create_clock -name clk0 -period $clk_period [get_ports {clk}]

set non_clock_inputs [all_inputs -no_clocks]
set_input_delay [expr $clk_period * $clk_io_pct] -clock clk0 $non_clock_inputs
set_output_delay [expr $clk_period * $clk_io_pct] -clock clk0 [all_outputs]
--- flow/design.v ---
module  fir(
	input clk,
	input rst_n,			
	input enable,
	input [2:0] tap,		 
	input [15:0] data_in,		
	output [17:0] data_out,		
	output complete
);
localparam
a0 = 16'd1,	 
a1 = 16'd2,
a2 = 16'd2,
a3 = 16'd3,
a4 = 16'd3,
a5 = 16'd3;
reg [15:0] data_reg_0;	 
reg [15:0] data_reg_1;
reg [15:0] data_reg_2;
reg [15:0] data_reg_3;
reg [15:0] data_reg_4;
reg [15:0] data_reg_5;
reg [15:0] multiplication_0;	 
reg [15:0] multiplication_1;
reg [15:0] multiplication_2;
reg [15:0] multiplication_3;
reg [15:0] multiplication_4;
reg [15:0] multiplication_5;
reg [16:0] sum_1;	 
reg [16:0] sum_2;
reg [16:0] sum_3;
reg [17:0] result;  
reg mul_stage, add_stage1, add_stage2, output_stage;	 
always @ (posedge clk or negedge rst_n)
    begin
        if(!rst_n)
        	begin
        		mul_stage <= 1'b0;
        		add_stage1 <= 1'b0;
        		add_stage2 <= 1'b0;
				output_stage <= 1'b0;
        	end
        else
        	begin
        			mul_stage <= enable;
        			add_stage1 <= mul_stage;
        			add_stage2 <= add_stage1;
        			output_stage <= add_stage2;
        	end
    end
always @ (posedge clk or negedge rst_n)
    begin
        if(!rst_n)
        	begin
        		data_reg_0 <= 0;
        		data_reg_1 <= 0;
        		data_reg_2 <= 0;
        		data_reg_3 <= 0;
			data_reg_4 <= 0;
        		data_reg_5 <= 0;
        	end
        else
        	begin
				case (tap)
					3'd2:
					begin
						if (enable) 
							begin
								data_reg_0 <= data_in;
								data_reg_1 <= data_reg_0;
							end
						else 
							begin
								data_reg_0 <= data_reg_0;
								data_reg_1 <= data_reg_1;
							end
					end
					3'd3:
					begin
						if (enable) 
							begin
								data_reg_0 <= data_in;
								data_reg_1 <= data_reg_0;
								data_reg_2 <= data_reg_1;
							end
						else 
							begin
								data_reg_0 <= data_reg_0;
								data_reg_1 <= data_reg_1;
								data_reg_2 <= data_reg_2;
							end
					end
					3'd4:
					begin
						if (enable) 
							begin
								data_reg_0 <= data_in;
								data_reg_1 <= data_reg_0;
								data_reg_2 <= data_reg_1;
								data_reg_3 <= data_reg_2;
							end
						else 
							begin
								data_reg_0 <= data_reg_0;
								data_reg_1 <= data_reg_1;
								data_reg_2 <= data_reg_2;
								data_reg_3 <= data_reg_3;
							end
					end
					3'd5:
					begin
						if (enable) 
							begin
								data_reg_0 <= data_in;
								data_reg_1 <= data_reg_0;
								data_reg_2 <= data_reg_1;
								data_reg_3 <= data_reg_2;
								data_reg_4 <= data_reg_3;
							end
						else 
							begin
								data_reg_0 <= data_reg_0;
								data_reg_1 <= data_reg_1;
								data_reg_2 <= data_reg_2;
								data_reg_3 <= data_reg_3;
								data_reg_4 <= data_reg_4;
							end
					end
					3'd6:
					begin
						if (enable) 
							begin
								data_reg_0 <= data_in;
								data_reg_1 <= data_reg_0;
								data_reg_2 <= data_reg_1;
								data_reg_3 <= data_reg_2;
								data_reg_4 <= data_reg_3;
								data_reg_5 <= data_reg_4;
							end
						else 
							begin
								data_reg_0 <= data_reg_0;
								data_reg_1 <= data_reg_1;
								data_reg_2 <= data_reg_2;
								data_reg_3 <= data_reg_3;
								data_reg_4 <= data_reg_4;
								data_reg_5 <= data_reg_5;
							end
					end
				endcase
        	end
    end
always @ (posedge clk or negedge rst_n)
    begin
        if(!rst_n)
        	begin
        		multiplication_0 <= 0;
        		multiplication_1 <= 0;
        		multiplication_2 <= 0;
        		multiplication_3 <= 0;
			multiplication_4 <= 0;
        		multiplication_5 <= 0;
        	end
        else
        	begin
				case (tap)
					3'd2:
					begin
						if(mul_stage)
							begin
								multiplication_0 <= a0 * data_reg_0;
								multiplication_1 <= a1 * data_reg_1;
							end
						else 
							begin
								multiplication_0 <= multiplication_0;
								multiplication_1 <= multiplication_1;
							end
					end
					3'd3:
					begin
						if(mul_stage)
							begin
								multiplication_0 <= a0 * data_reg_0;
								multiplication_1 <= a1 * data_reg_1;
								multiplication_2 <= a2 * data_reg_2;
							end
						else 
							begin
								multiplication_0 <= multiplication_0;
								multiplication_1 <= multiplication_1;
								multiplication_2 <= multiplication_2;
							end
					end
					3'd4:
					begin
						if(mul_stage)
							begin
								multiplication_0 <= a0 * data_reg_0;
								multiplication_1 <= a1 * data_reg_1;
								multiplication_2 <= a2 * data_reg_2;
								multiplication_3 <= a3 * data_reg_3;
							end
						else 
							begin
								multiplication_0 <= multiplication_0;
								multiplication_1 <= multiplication_1;
								multiplication_2 <= multiplication_2;
								multiplication_3 <= multiplication_3;
							end
					end
					3'd5:
					begin
						if(mul_stage)
							begin
								multiplication_0 <= a0 * data_reg_0;
								multiplication_1 <= a1 * data_reg_1;
								multiplication_2 <= a2 * data_reg_2;
								multiplication_3 <= a3 * data_reg_3;
								multiplication_4 <= a4 * data_reg_4;
							end
						else 
							begin
								multiplication_0 <= multiplication_0;
								multiplication_1 <= multiplication_1;
								multiplication_2 <= multiplication_2;
								multiplication_3 <= multiplication_3;
								multiplication_4 <= multiplication_4;
							end
					end
					3'd6:
					begin
						if(mul_stage)
							begin
								multiplication_0 <= a0 * data_reg_0;
								multiplication_1 <= a1 * data_reg_1;
								multiplication_2 <= a2 * data_reg_2;
								multiplication_3 <= a3 * data_reg_3;
								multiplication_4 <= a4 * data_reg_4;
								multiplication_5 <= a5 * data_reg_5;
							end
						else 
							begin
								multiplication_0 <= multiplication_0;
								multiplication_1 <= multiplication_1;
								multiplication_2 <= multiplication_2;
								multiplication_3 <= multiplication_3;
								multiplication_4 <= multiplication_4;
								multiplication_5 <= multiplication_5;
							end
					end
				endcase
        	end
    end
always @ (posedge clk or negedge rst_n)
    begin
        if(!rst_n)
        	begin
        		sum_1 <= 0;
        		sum_2 <= 0;
			sum_3 <= 0;
        	end
        else
        	begin
				case (tap)
					3'd2:
					begin
						if (add_stage1) 
							begin
								sum_1 <= multiplication_0 + multiplication_1;
								sum_2 <= 0;
							end
						else 
							begin
								sum_1 <= sum_1;
								sum_2 <= sum_2;
							end
					end
					3'd3:
					begin
						if (add_stage1) 
							begin
								sum_1 <= multiplication_0 + multiplication_1;
								sum_2 <= multiplication_2; 
							end
						else 
							begin
								sum_1 <= sum_1;
								sum_2 <= sum_2;
							end
					end
					3'd4:
					begin
						if (add_stage1) 
							begin
								sum_1 <= multiplication_0 + multiplication_1;
								sum_2 <= multiplication_2 + multiplication_3; 
							end
						else 
							begin
								sum_1 <= sum_1;
								sum_2 <= sum_2;
							end
					end
					3'd5:
					begin
						if (add_stage1) 
							begin
								sum_1 <= multiplication_0 + multiplication_1;
								sum_2 <= multiplication_2 + multiplication_3; 
								sum_3 <= multiplication_4;
							end
						else 
							begin
								sum_1 <= sum_1;
								sum_2 <= sum_2;
								sum_3 <= sum_3;
							end
					end
					3'd6:
					begin
						if (add_stage1) 
							begin
								sum_1 <= multiplication_0 + multiplication_1;
								sum_2 <= multiplication_2 + multiplication_3; 
								sum_3 <= multiplication_4 + multiplication_5; 
							end
						else 
							begin
								sum_1 <= sum_1;
								sum_2 <= sum_2;
								sum_3 <= sum_3;
							end
					end
				endcase
        	end
    end
always @ (posedge clk or negedge rst_n)
      begin
          if(!rst_n)
          	begin
          		result <= 0;
          	end
          else
          	begin
				case (tap)
					3'd2:
					begin
						if (add_stage2) 
							begin
								result <= sum_2 + sum_1;
							end
						else 
							begin
								result <= result;
							end
					end
					3'd3:
					begin
						if (add_stage2) 
							begin
								result <= sum_2 + sum_1;
							end
						else 
							begin
								result <= result;
							end
					end
					3'd4:
					begin
						if (add_stage2) 
							begin
								result <= sum_2 + sum_1;
							end
						else 
							begin
								result <= result;
							end
					end
					3'd5:
					begin
						if (add_stage2) 
							begin
								result <= sum_2 + sum_1;
								result <= result + sum_3;
							end
						else 
							begin
								result <= result;
							end
					end
					3'd6:
					begin
						if (add_stage2) 
							begin
								result <= sum_2 + sum_1;
								result <= result + sum_3;
							end
						else 
							begin
								result <= result;
							end
					end
				endcase
          	end
      end
assign data_out = result;	 
assign complete = output_stage;
endmodule
==> flow_metrics.tcl <==
# flow metrics
set metrics [dict create \
    pwr-share-clk_pct 16.5 \
    drive_above_1_share_pct 15.4 \
    yosysChipArea_sq_um 15300 \
    yosysUniqueCellTypes 74 \
    grt_pass1_vias 10611 \
    cts_root_buf "clkbuf_16" \
    clk_pin_slew_ns 0.06 \
    yosysTopAreaCell "dfrtp_1" \
    place.detailed.hpwl_um 25600 \
    outcome "completed" \
    hold_class "reg -> reg" \
    power.share.switching_pct 42.0 \
    ys_async_sr_fraction_pct 100 \
    tool_warnings 27 \
    hold_buffers 0 \
    finalClockSkew_ns 0.0139 \
    hold_viol_final 0 \
    rsz0062_at_grt "no" \
    tightest_slew_ns 0.854 \
    p_per_area_nw_per_um2 563 \
    p_int_mw 5.58 \
    path_max_fanout 15 \
    drv_cap 0 \
    worstPathRequired_ns 7.11 \
    grt_pass1_wl_um 56900 \
    fp.dieH_um 177 \
    floorplan.core_util_pct 51.2 \
    synth_top_flop_cell "dfrtp_1" \
    ys_seq_share_pct 42.9 \
    cpMostUsedCell "nand2_1" \
    crit_path_top_delay_cell "clkdlybuf4s50_1" \
    ir_drop_mv 0.268 \
    whs_path_depth 2 \
    antenna_found_initial 0 \
    edf_count 0 \
    top_cell "dfrtp_1" \
    die_x_um 177 \
    setup_viol 0 \
    drv_slew 0 \
    ys_top_cells_by_count "dfrtp_1, mux2_2, nand2_1, o21ai_0, ha_1" \
    synth_cells 1440 \
    post_cts_resized 0 \
    ys_top_cells_by_area "dfrtp_1, mux2_2, ha_1" \
    seq_power_share_pct 30.3 \
    cts_tree "done" \
    max_stage_delay_ns 0.57 \
    first_iter_violations 699 \
    period_minus_slack_ns 3.20 \
    netlist_area_sq_um 15300 \
    grt_max_degree 125 \
    wl_per_cell_um 18.2 \
    cellLeakagePower_nw 7.71 \
    critPathKind "in -> reg" \
    comb_power_share_pct 53.3 \
    timing.fmax_mhz 313 \
    n_antenna_cell 0 \
    port_buffers 40 \
    cts.htree.levels 1 \
    cts.path.max_buffers 3 \
    finalClockPeriodUsage_pct 47.7 \
    ys_warn_count 1 \
    coreArea_sq_um 30000 \
    num_vias 10936 \
    cp_cell_sequence "clkdlybuf4s50_1, nand2_1, mux2_2, and2_1, nand2_1, a2111oi_2, nor4_2" \
    clock_sinks 263 \
    drt.antenna.violating_nets 0 \
    routed_wl_um 34400 \
    post_cts_buffers 0 \
    arrival_ns 3.61 \
    yosysCellCount 1440 \
    drc 0 \
    cp-start-kind "primary input" \
    die-area_sq_um 31400 \
    reg2regPathDepth 9 \
    clock_latency_ns 0.55 \
    grtUsageTotal_pct 24.1 \
    numCtsBuffers 29 \
    grt-ovfl-total 0 \
    avgSynthCellArea_sq_um 10.7 \
    place_congestion 0.885 \
    rows 63 \
    setup-tns-final_ns 0 \
    fin_util_pct 57.1 \
    synth-seq-cells 263 \
    pin_count 41 \
    p_sw_mw 4.04 \
    first_pass_iters 5 \
    syn2layout_area_growth_pct 11.4 \
    viasPerCell 5.80 \
    cp-end-kind "register" \
    rrSetupSlack_ns 3.76 \
    top_area_share_pct 42.9 \
    max_slew_margin_pct 42.9 \
]
==> layout by cell type (no fill, tap or decap), types with 14 or more instances in the layout <==
master,netlist,final
inv_1,27,27
nor2_1,60,60
xor2_1,51,51
xnor2_1,45,45
a21oi_1,86,86
o21ai_0,132,132
nand2_1,139,139
nand2b_1,16,16
nand3_1,19,19
dfrtp_1,263,263
a21o_1,34,34
clkdlybuf4s50_1,0,39
a31oi_1,14,14
mux2_2,155,155
ha_1,122,122
o21a_1,16,16
a211oi_1,22,22
clkbuf_16,0,29
==> power groups by stage <==
stage	registers (mW)	logic, mW	clock network [mW]
6_report	2.91	5.13	1.59
5_1_grt	3.01	5.77	1.69
4_1_cts	2.93	5.12	1.64
==> cell families after synthesis <==
logic type / count (synthesis) / share of synthesized area (%)
AOI/OAI and AO/OA: 423 / 18.1
and+or+nand+nor: 296 / 8.84
DFF: 263 / 42.9
muxes: 162 / 11.8
adders and majority gates: 130 / 11.0
xor gates and xnor gates: 96 / 5.48
buffers and inverters: 70 / 1.85
==> final timing paths <==
check | from | to
max in group asynchronous | rst_n | multiplication_4[10]$_DFFE_PN0P_
worst min register to register | multiplication_5[13]$_DFFE_PN0P_ | multiplication_5[13]$_DFFE_PN0P_
worst max register to register | multiplication_4[0]$_DFFE_PN0P_ | sum_3[16]$_DFFE_PN0P_
min in group asynchronous | rst_n | result[6]$_DFFE_PN0P_
worst min-delay path | multiplication_5[13]$_DFFE_PN0P_ | multiplication_5[13]$_DFFE_PN0P_
worst max-delay path | tap[1] | result[17]$_DFFE_PN0P_
==> sequential cells by signal (all words and copies together) (netlist names) <==
name	count
result	18
sum_1	17
sum_2	17
sum_3	17
data_reg_0	16
data_reg_1	16
data_reg_2	16
data_reg_3	16
data_reg_4	16
data_reg_5	16
multiplication_0	16
multiplication_3	16
multiplication_4	16
multiplication_5	16
multiplication_1	15
multiplication_2	15
add_stage1	1
add_stage2	1
mul_stage	1
output_stage	1
==> through the flow <==
stage	instances	area, sq um	power (mW)	setup WS [ns]	hold slack (ns)
after global routing	1887	17100	10.5	3.35	0.513
final	1887	17100	9.62	3.50	0.483
after floorplan	1440	15300	6.61	3.83	0.378
after CTS	1887	17100	9.69	3.54	0.492
after global placement	1837	16100	7.99	3.03	0.471
after detailed placement	1837	16100	8.02	2.98	0.475
==> per-layer routing <==
layer	share of wire [%]	routed length (um)	track usage, %	vias to the layer above
li1	-	-	-	5413
met3	4.2	1440	3.46	42
met4	1.9	649	3.95	0
met1	49	16900	39.4	5294
met2	45	15300	36.1	187
met5	0	0	0	-
==> layout make-up <==
cell class / count / area, sq um
sequential: 263 / 6580
inverter: 27 / 101
tap: 390 / 488
timing repair buffer: 50 / 493
clock inverter: 4 / 73.8
fill: 2529 / 12900
multi-input combinational: 1107 / 8480
clock buffer: 46 / 880
==> worst max-delay path, delay by kind of cell <==
family / cells / cell delay, ns
compound gates: 1 / 0.40
buf+inv: 1 / 0.57
mux: 1 / 0.27
simple gates: 4 / 1.03
Power is estimated from default activity; no workload was simulated.
